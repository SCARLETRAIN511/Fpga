==> design/flow/design.v <==
module seg_decoder
(
	input[3:0]      bin_data,      
	output reg[6:0] seg_data       
);
always@(*)
begin
	case(bin_data)
		4'd0:seg_data <= 7'b100_0000;
		4'd1:seg_data <= 7'b111_1001;
		4'd2:seg_data <= 7'b010_0100;
		4'd3:seg_data <= 7'b011_0000;
		4'd4:seg_data <= 7'b001_1001;
		4'd5:seg_data <= 7'b001_0010;
		4'd6:seg_data <= 7'b000_0010;
		4'd7:seg_data <= 7'b111_1000;
		4'd8:seg_data <= 7'b000_0000;
		4'd9:seg_data <= 7'b001_0000;
		4'ha:seg_data <= 7'b000_1000;
		4'hb:seg_data <= 7'b000_0011;
		4'hc:seg_data <= 7'b100_0110;
		4'hd:seg_data <= 7'b010_0001;
		4'he:seg_data <= 7'b000_0110;
		4'hf:seg_data <= 7'b000_1110;
		default:seg_data <= 7'b111_1111;
	endcase
end
endmodule
==> design/flow/run.sh <==
#!/bin/bash
# OpenROAD 26Q1-2900-gdf79404cd8, Yosys 0.63+post, stock flow scripts
make -C /OpenROAD-flow-scripts/flow DESIGN_CONFIG=/design/flow/config.mk WORK_HOME=/design/flow/orfs finish
==> design/flow/config.mk <==
export PLATFORM = sky130hd
export DESIGN_NAME = seg_decoder
export DESIGN_NICKNAME = seg_decoder
export VERILOG_FILES = /design/flow/design.v
export SDC_FILE = /design/flow/constraint.sdc
export NUM_CORES = 4
export LEC_CHECK = 1
export CORE_AREA = 10 10 70 70
export DIE_AREA = 0 0 80 80
==> design/flow/constraint.sdc <==
current_design seg_decoder

set clk_period 2.0
set clk_io_pct 0.2

create_clock -name clk0 -period $clk_period

set non_clock_inputs [all_inputs -no_clocks]
set_input_delay [expr $clk_period * $clk_io_pct] -clock clk0 $non_clock_inputs
set_output_delay [expr $clk_period * $clk_io_pct] -clock clk0 [all_outputs]
==> results.json <==
{
  "grt_use_total": 0.0238,
  "max_freq_mhz": 518,
  "p_leak_uw": 0.000260,
  "cp_slowest_cell": "mux4_2",
  "grt_overflow": 0,
  "finalWorstSetupSlack_ps": 71.1,
  "comb_area_um2": 264,
  "final_hold_viol_count": 0,
  "powerDensity_nw_per_um2": 170,
  "worstMarginPinSlew_ps": 147,
  "ir_drop_mv": 0.0209,
  "slew_violations": 0,
  "die_area_um2": 6400,
  "yosysChipArea_um2": 275,
  "pin_count": 11,
  "status": "completed",
  "die_y_um": 80,
  "hold_path_depth": 5,
  "flop-count": 0,
  "wire_per_inst_um": 7.85,
  "ctsHoldBuffers": 0,
  "synth-warning-count": 1,
  "instances_no_fill": 99,
  "setup_viol": 0,
  "ys_sh_simple": 0.145,
  "place_congestion": 0.805,
  "min_to": "seg_data[4]",
  "syn_to_final_growth_pct": 90.5,
  "yosys.area_share.aoi": 0.155,
  "top_cells_by_area": "ha_1 (32%), mux2i_1 (15%), mux4_1 (9.5%)",
  "fin_crit_sh": 0.964,
  "num_antenna_cells": 0,
  "max_stage_delay_ps": 460,
  "ant_nets": 0,
  "place_ws_ps": -708,
  "maxSlewHeadroom": 0.899,
  "grt_first_pass_wirelength_um": 1320,
  "drc": 0,
  "fill_cells": 384,
  "ys_sh_mux": 0.282,
  "min_period_ps": 1930,
  "core_um2": 3420,
  "dp_cells": 97,
  "drt_iter0_markers": 4,
  "ys_types": 15,
  "dp.final_hpwl_um": 621,
  "n_clock_buffer": 0,
  "most-common-layout-cells": "buf_4 (10), dlygate4sd2_1 (5), mux2i_1 (4), nor2_1 (4), ha_1 (4)",
  "viasPerCell": 2.90,
  "avgSynthCellArea_um2": 8.60,
  "drive_gt1_frac": 0.453,
  "yosys_cells": 32,
  "grt_max_degree": 7,
  "crit_fanout": 5,
  "endpoint_kind": "primary output",
  "warning_count": 39,
  "grt_antenna_before_repair": 0,
  "fp.dieW_um": 80,
  "synth_seq_share": 0,
  "maxCapViolCount": 0,
  "required_ps": 1600,
  "hold_path_class": "in2out",
  "rows": 21,
  "synth_cells": 32,
  "hp-start": "bin_data[0]",
  "lay_top_count": "buf_4",
  "synth_area_leader_cell": "ha_1",
  "fp_util": 0.0806,
  "grt_pass1_vias": 287,
  "seqCellArea_um2": 0,
  "wl_um": 777,
  "dr.pass1.iters": 3,
  "synth_area_um2": 275,
  "synthAdderAreaFrac": 0.318,
  "critical_path_class": "in2out",
  "crit_top_cell": "buf_4",
  "worstPathArrival_ps": 1530,
  "top_cell_area_share": 0.318,
  "rsz0062_at_grt": "false",
  "xor_area_frac": 0,
  "via_count": 287,
  "path_cells": "buf_4 > buf_4 > ha_2 > mux4_2 > clkdlybuf4s15_1",
  "logic_family": "adder cells",
  "start_kind": "primary input",
  "port-buffer-count": 11
}
==> per-stage QoR <==
stage                     cell area [um^2]  total power (uW)  hold WS (ps)   util  TNS, ps
after floorplan                        275              36.4           900      -        0
after global placement                 502              91.1          1890  0.147    -3590
after detailed placement               502              91.3          1880  0.147    -3610
after CTS                              515              89.4          1380  0.151    -54.0
after global routing                   524               101          1410  0.153        0
final                                  524              89.2          1330  0.153        0
==> critical path, delay by kind of cell <==
family | cells | cell delay, ps
mux | 1 | 460
fa+ha+maj | 1 | 200
buf+inv | 3 | 470
==> cell families (layout without fill, tap and decap cells) <==
logic type,count (synthesis),after routing
adder cells (fa/ha/maj),7,7
AND-OR/OR-AND,6,6
buffers and inverters,5,26
AND/OR/NAND/NOR,8,8
multiplexers,6,6
==> synth_stat cells <==
| cell type | number |
|---|---|
| a32o_1 | 1 |
| a22o_1 | 2 |
| mux2_2 | 1 |
| mux2i_1 | 4 |
| nand2_1 | 1 |
| buf_2 | 1 |
| buf_6 | 1 |
| ha_1 | 7 |
| mux4_1 | 1 |
| nor2_1 | 5 |
| a21oi_1 | 1 |
| o21ai_0 | 2 |
| inv_1 | 3 |
| or3b_1 | 1 |
| and2b_2 | 1 |
==> metal layers <==
metal | routed length [um] | part of all wire | up-vias | GRT usage
li1 | - | - | 153 | -
met1 | 313 | 0.40 | 128 | 0.0271
met2 | 397 | 0.51 | 6 | 0.0465
met3 | 67 | 0.086 | 0 | 0.00455
met4 | 0 | 0 | 0 | 0
met5 | 0 | 0 | - | 0
==> final cells by class <==
| class | count | area share |
|---|---|---|
| Timing Repair Buffer | 23 | 0.360 |
| Tap cell | 46 | 0.110 |
| Inverter | 3 | 0.0263 |
| Multi-Input combinational cell | 27 | 0.504 |
==> report_power, final <==
part | internal [uW] | switching (uW) | leakage, uW
logic | 54.5 | 34.7 | 0.000260
registers | 0 | 0 | 0
clock network | 0 | 0 | 0
==> worst max-delay path by stage <==
stage,slack [ps],startpoint,end
4_1_cts,-50,bin_data[3],seg_data[4]
5_1_grt,20,bin_data[0],seg_data[3]
6_report,70,bin_data[0],seg_data[3]
==> what timing repair did <==
action                                  CTS  global route
endpoints found under the setup margin    7             4
resized                                  31             4
pin swaps                                 4             3
gates cloned                              1             0
buffers inserted                          0             1
No activity file was given, so power comes from the tool's default toggle rates.
