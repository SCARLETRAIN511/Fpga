`/design/flow/design.v`:
```
`timescale 1ns / 1ps
module LedTest
(
	input           clk,            
	input           rst_n,          
	output reg[3:0] led             
);
reg [31:0]      timer;
always@(posedge clk or negedge rst_n)
begin
	if (rst_n == 1'b0)
		timer <= 32'd0;                      
	else if (timer == 32'd399_999_999)       
		timer <= 32'd0;                      
	else
		timer <= timer + 32'd1;              
end
always@(posedge clk or negedge rst_n)
begin
	if (rst_n == 1'b0)
		led <= 4'b0000;                      
	else if (timer == 32'd99_999_999)        
		led <= 4'b0001;
	else if (timer == 32'd199_999_999)        
		led <= 4'b0010;
	else if (timer == 32'd299_999_999)       
		led <= 4'b0100;
	else if (timer == 32'd399_999_999)       
		led <= 4'b1000;
end
endmodule
```
`/design/flow/run.sh`:
```
#!/bin/bash
# OpenROAD 26Q1-2900-gdf79404cd8, Yosys 0.63+post, stock flow scripts
make -C /OpenROAD-flow-scripts/flow DESIGN_CONFIG=/design/flow/config.mk WORK_HOME=/design/flow/orfs finish
```
`/design/flow/config.mk`:
```
export PLATFORM = sky130hd
export DESIGN_NAME = LedTest
export DESIGN_NICKNAME = LedTest
export VERILOG_FILES = /design/flow/design.v
export SDC_FILE = /design/flow/constraint.sdc
export NUM_CORES = 4
export LEC_CHECK = 1
export CORE_UTILIZATION = 30
```
`/design/flow/constraint.sdc`:
```
current_design LedTest

set clk_period 7.1
set clk_io_pct 0.2

create_clock -name clk0 -period $clk_period [get_ports {clk}]

set non_clock_inputs [all_inputs -no_clocks]
set_input_delay [expr $clk_period * $clk_io_pct] -clock clk0 $non_clock_inputs
set_output_delay [expr $clk_period * $clk_io_pct] -clock clk0 [all_outputs]
```
==> impl_metrics.sql <==
-- metrics for the results database
INSERT INTO impl_metrics (metric_group, metric, value, unit) VALUES
('final_timing', 'final-max-slew-violation-count', '0', ''),
('logic_synthesis', 'total_of_warnings_raised_by_yosys', '1', ''),
('setup_path', 'worstPathArrival', '1110', 'ps'),
('final_timing', 'hold_viol', '0', ''),
('clock_network', 'cts_hold_repair.buffers', '0', ''),
('power_and_ir_drop', 'power_density', '187', 'nW/um^2'),
('floorplan', 'boundaryPins', '6', ''),
('floorplan', 'core', '5680', 'sq um'),
('worst_hold_path', 'timing.hold.worst_path_depth', '1', ''),
('setup_path', 'critical_path_required_time', '5680', 'ps'),
('detailed_routing', 'num_vias', '1371', ''),
('detailed_routing', 'avgRoutedWirePerCell', '14.0', 'um'),
('setup_path', 'cp-end-kind', 'output pin', ''),
('global_routing', 'gr-total-overflow', '0', ''),
('final_timing', 'timing_worst_slew_pin_value', '633', 'ps'),
('clock_network', 'clk_latency', '290', 'ps'),
('detailed_routing', 'routed_wirelength', '3710', 'um'),
('floorplan', 'die_w', '79.8', 'um'),
('final_layout', 'areaGrowthSynthToFinish', '13.6', '%'),
('setup_path', 'critical_path_class', 'reg -> out', ''),
('worst_hold_path', 'min_from', 'timer[0]', ''),
('detailed_routing', 'insertedDiodeCount', '0', ''),
('floorplan', 'die_h', '79.8', 'um'),
('final_timing', 'rsz0062_at_grt', 'no', ''),
('worst_hold_path', 'worstHoldPathType', 'reg -> reg', ''),
('power_and_ir_drop', 'worst_supply_voltage_drop_on_vdd', '0.000113', 'V'),
('job', 'cap_viol_max_count', '0', ''),
('detailed_routing', 'drcViolationCount', '0', ''),
('global_routing', 'antenna_violations_before_repair', '0', ''),
('setup_path', 'path_cells', 'clkdlybuf4s50_1', ''),
('clock_network', 'clkTransAtPathRegs', '80', 'ps'),
('setup_path', 'worstSetupStartpointType', 'register', ''),
('global_routing', 'grt_pass1_wl', '6710', 'um'),
('clock_network', 'cts-buffers-inserted', '5', ''),
('setup_path', 'number_of_cell_instances_on_the_worst_register_to_register_path', '5', ''),
('clock_network', 'tritoncts', 'built', ''),
('clock_network', 'cts-htree-levels', '2', ''),
('logic_synthesis', 'ys_seq_share', '0.496', ''),
('final_timing', 'report.final.setup_viol', '0', ''),
('final_layout', 'mostFrequentLayoutCell', 'sky130_fd_sc_hd__dfrtp_1', ''),
('final_timing', 'clock_skew', '8.83', 'ps'),
('logic_synthesis', 'syn-mean-instance-area', '10.1', 'sq um'),
('final_layout', 'n_fill_cell', '573', ''),
('setup_path', 'path_delay_family', 'buffers and inverters', ''),
('final_timing', 'min_period', '2530', 'ps'),
('logic_synthesis', 'ys_ff', '36', ''),
('outcome', 'outcome', 'complete, no violations', ''),
('placed_design', 'buffer_ports.inserted', '5', ''),
('detailed_routing', 'firstDrtPassIters', '4', ''),
('setup_path', 'worst-path-buf-inv', '1', ''),
('logic_synthesis', 'synth.yosys.num_cells', '180', ''),
('clock_network', 'postCtsSetupBuffers', '0', ''),
('logic_synthesis', 'synth.distinct_cells', '34', ''),
('setup_path', 'cp_max_fo', '2', ''),
('final_layout', 'final_cell_utilization_of_the_core', '0.364', ''),
('logic_synthesis', 'synthesized_instance_count', '180', ''),
('floorplan', 'fp.dieArea', '6370', 'sq um'),
('clock_network', 'clock_path_buffers', '2', ''),
('final_timing', 'crit_share_post_route', '0.357', ''),
('floorplan', 'initCoreUtil', '0.320', ''),
('final_timing', 'achievable-frequency', '0.395', 'GHz'),
('final_timing', 'max_slew_margin', '0.574', ''),
('placed_design', 'detailedPlacementHpwl', '2600', 'um'),
('final_timing', 'fin_tns_setup', '0', 'ps'),
('clock_network', 'cts_resized', '0', ''),
('setup_path', 'reg2reg_to', 'led[0]', ''),
('global_routing', 'via_count_of_the_first_global_routing_pass', '1393', ''),
('worst_hold_path', 'hold-path-endpoint', 'timer[0]', ''),
('setup_path', 'crit_path_max_incr_delay', '470', 'ps'),
('setup_path', 'setup_slack_reg_to_reg', '4800', 'ps'),
('final_layout', 'layout.cells.most_common_list', 'sky130_fd_sc_hd__dfrtp_1, sky130_fd_sc_hd__nor2_1, sky130_fd_sc_hd__nand3_1', '');
-- registers in the layout, indices dropped and copies added, names as in the netlist --
name / count
timer: 32
led: 4
-- area by class of cell --
cell class,count,area [sq um],area share
Multi-Input combinational cell,138,890,0.431
Clock inverter,2,35.0,0.0170
Timing Repair Buffer,8,67.6,0.0327
Clock buffer,6,72.6,0.0352
Inverter,2,7.51,0.00364
Sequential cell,36,901,0.437
Tap cell,72,90.1,0.0437
-- per-layer routing --
| layer | wire length [um] | vias to the layer above | GRT usage |
|---|---|---|---|
| li1 | - | 680 | - |
| met1 | 1900 | 658 | 0.220 |
| met2 | 1530 | 28 | 0.197 |
| met3 | 237 | 5 | 0.0348 |
| met4 | 30 | 0 | 0.0161 |
| met5 | 0 | - | 0 |
-- stage by stage --
step           area (sq um)  hold slack (ps)  setup WS [ps]  power (mW)  cells
2_1_floorplan          1820              441           4970       0.209    180
3_3_place_gp           1960              460           4810       0.214    256
3_5_place_dp           1960              470           4810       0.214    256
4_1_cts                2060              480           4560       0.391    264
5_1_grt                2060              516           4510       0.401    264
6_report               2060              476           4570       0.387    264
-- Yosys cell counts --
cell	number	area, sq um
sky130_fd_sc_hd__a21o_1	1	7.51
sky130_fd_sc_hd__a21oi_1	1	5.00
sky130_fd_sc_hd__a31o_2	1	8.76
sky130_fd_sc_hd__a31oi_1	2	12.5
sky130_fd_sc_hd__a32o_1	1	10.0
sky130_fd_sc_hd__and2_0	1	6.26
sky130_fd_sc_hd__and2_1	3	18.8
sky130_fd_sc_hd__and3_1	8	50.1
sky130_fd_sc_hd__and4_1	4	35.0
sky130_fd_sc_hd__buf_2	2	10.0
sky130_fd_sc_hd__clkbuf_1	2	7.51
sky130_fd_sc_hd__dfrtp_1	36	901
sky130_fd_sc_hd__ha_1	1	12.5
sky130_fd_sc_hd__inv_1	2	7.51
sky130_fd_sc_hd__nand2_1	10	37.5
sky130_fd_sc_hd__nand2b_1	2	12.5
sky130_fd_sc_hd__nand3_1	17	85.1
sky130_fd_sc_hd__nand4_1	11	68.8
sky130_fd_sc_hd__nand4b_1	3	26.3
sky130_fd_sc_hd__nor2_1	19	71.3
sky130_fd_sc_hd__nor3_1	6	30.0
sky130_fd_sc_hd__nor3b_1	1	7.51
sky130_fd_sc_hd__nor4_1	6	37.5
sky130_fd_sc_hd__nor4_2	2	25.0
sky130_fd_sc_hd__nor4b_1	1	8.76
sky130_fd_sc_hd__o21a_1	1	7.51
sky130_fd_sc_hd__o21ai_0	3	15.0
sky130_fd_sc_hd__o2bb2ai_1	1	8.76
sky130_fd_sc_hd__or3_1	2	12.5
sky130_fd_sc_hd__or4_1	1	7.51
sky130_fd_sc_hd__or4_4	1	11.3
sky130_fd_sc_hd__or4b_4	1	13.8
sky130_fd_sc_hd__xnor2_1	11	96.3
sky130_fd_sc_hd__xor2_1	16	140
-- power by group --
part	total, mW	internal (mW)	switching, mW
clock network	0.178	0.104	0.0733
registers	0.205	0.205	0
logic	0.00439	0.000559	0.00383
-- worst max-delay path by stage --
stage | start | to | depth (start not counted)
4_1_cts | led[2] | led[2] | 1
5_1_grt | led[1] | led[1] | 1
6_report | led[1] | led[1] | 1
-- kinds of logic (layout without fill, tap and decap cells) --
family,after synthesis,in the layout,share of synthesized area
simple gates,99,99,0.312
flops,36,36,0.496
xor+xnor,27,27,0.130
compound gates,11,11,0.0413
buf+inv,6,18,0.0138
fa+ha+maj,1,1,0.00689
No activity file was given, so power comes from the tool's default toggle rates.
